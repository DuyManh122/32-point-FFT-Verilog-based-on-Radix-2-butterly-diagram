--- ./run.sh ---
#!/bin/bash
# OpenROAD 26Q1-2900-gdf79404cd8, Yosys 0.63+post, stock flow scripts
make -C /OpenROAD-flow-scripts/flow DESIGN_CONFIG=/design/flow/config.mk WORK_HOME=/design/flow/orfs finish
--- ./config.mk ---
export PLATFORM = sky130hd
export DESIGN_NAME = fft_8point
export DESIGN_NICKNAME = fft_8point
export VERILOG_FILES = /design/flow/design.v
export SDC_FILE = /design/flow/constraint.sdc
export NUM_CORES = 4
export LEC_CHECK = 1
export CORE_UTILIZATION = 30
--- ./constraint.sdc ---
current_design fft_8point

set clk_period 19.4
set clk_io_pct 0.2

create_clock -name clk0 -period $clk_period [get_ports {clk}]

set non_clock_inputs [all_inputs -no_clocks]
set_input_delay [expr $clk_period * $clk_io_pct] -clock clk0 $non_clock_inputs
set_output_delay [expr $clk_period * $clk_io_pct] -clock clk0 [all_outputs]
--- ./design.v ---
module Butterfly2  
(
    input                   clk,
    input                   rst,
    input       [31:0]     in0_r,
    input       [31:0]     in0_i,
    input       [31:0]     in1_r,
    input       [31:0]     in1_i,
    input       [31:0]     twiddle_r,
    input       [31:0]     twiddle_i,
    output      [31:0]     out0_r,
    output      [31:0]     out0_i,
    output      [31:0]     out1_r,
    output      [31:0]     out1_i
);
    wire        [31:0]     out1_mul_r;
    wire        [31:0]     out1_mul_i;
    wire        [31:0]     out2_mul_r;
    wire        [31:0]     out2_mul_i;
    wire        [31:0]     out5_m;
    wire        [31:0]     out6_m;
    wire        [31:0]     out7_m;
    wire        [31:0]     out8_m;
    wire        [31:0]     out2_m_neg;
    wire        [31:0]     out5_m_neg;
    wire        [31:0]     out6_m_neg;
    wire        [31:0]     out7_m_neg;
    multiplier_fixed_point M1
    (
		.clk(clk),
		.rst(rst),
        .A(in1_r),
        .B(twiddle_r),
        .C(out1_mul_r)
    );
    multiplier_fixed_point M2
    (
        .clk(clk),
        .rst(rst),
        .A(in1_i),
        .B(twiddle_i),
        .C(out1_mul_i)
    );
    multiplier_fixed_point M3
    (
        .clk(clk),
        .rst(rst),
        .A(in1_r),
        .B(twiddle_i),
        .C(out2_mul_r)
    );
    multiplier_fixed_point M4
    (
        .clk(clk),
        .rst(rst),
        .A(in1_i),
        .B(twiddle_r),
        .C(out2_mul_i)
    );
    multiplier_fixed_point M5
    (
        .clk(clk),
        .rst(rst),
        .A(in1_r),
        .B(twiddle_r),
        .C(out5_m)
    );
    multiplier_fixed_point M6
    (
        .clk(clk),
        .rst(rst),
        .A(in1_i),
        .B(twiddle_i),
        .C(out6_m)
    );
    multiplier_fixed_point M7
    (
        .clk(clk),
        .rst(rst),
        .A(in1_i),
        .B(twiddle_r),
        .C(out7_m)
    );
    multiplier_fixed_point M8
    (
        .clk(clk),
        .rst(rst),
        .A(in1_r),
        .B(twiddle_i),
        .C(out8_m)
    );
    negative neg1
    (
		.clk(clk),
		.rst(rst),
        .in(out2_mul_r),
        .out(out2_m_neg)
    );
    negative neg2
    (
		.clk(clk),
		.rst(rst),
        .in(out5_m),
        .out(out5_m_neg)
    );
    negative neg3
    (
		.clk(clk),
		.rst(rst),
        .in(out6_m),
        .out(out6_m_neg)
    );
    negative neg4
    (
		.clk(clk),
		.rst(rst),
        .in(out7_m),
        .out(out7_m_neg)
    );
    adder3 A1
    (
        .clk(clk),
        .rst(rst),
        .A(in0_r),
        .B(out1_mul_r),
        .C(out1_mul_i),
        .D(out0_r)
    );
    adder3 A2
    (
        .clk(clk),
        .rst(rst),
        .A(in0_i),
        .B(out2_m_neg),
        .C(out2_mul_i),
        .D(out0_i)
    );
    adder3 A3
    (
        .clk(clk),
        .rst(rst),
        .A(in0_r),
        .B(out5_m_neg),
        .C(out6_m_neg),
        .D(out1_r)
    );
    adder3 A4
    (
        .clk(clk),
        .rst(rst),
        .A(in0_i),
        .B(out7_m_neg),
        .C(out8_m),
        .D(out1_i)
    );
endmodule
module Butterfly4  
(
    input                   clk,
    input                   rst,
    input       [31:0]     in0_r,
    input       [31:0]     in0_i,
    input       [31:0]     in1_r,
    input       [31:0]     in1_i,
	input       [31:0]     in2_r,
    input       [31:0]     in2_i,
	input       [31:0]     in3_r,
    input       [31:0]     in3_i,
    input       [31:0]     twiddle0_r,
    input       [31:0]     twiddle0_i,
	input       [31:0]     twiddle1_r,
    input       [31:0]     twiddle1_i,
    output      [31:0]     out0_r,
    output      [31:0]     out0_i,
    output      [31:0]     out1_r,
    output      [31:0]     out1_i,
    output      [31:0]     out2_r,
    output      [31:0]     out2_i,
    output      [31:0]     out3_r,
    output      [31:0]     out3_i	
);
	Butterfly2 But2_0
	(	
		.clk(clk),
		.rst(rst),
		.in0_r(in0_r),
		.in0_i(in0_i),
		.in1_r(in2_r),
		.in1_i(in2_i),
		.twiddle_r(twiddle0_r),
		.twiddle_i(twiddle0_i),
		.out0_r(out0_r),
		.out0_i(out0_i),
		.out1_r(out2_r),
		.out1_i(out2_i)
	);
	Butterfly2 But2_1
	(	
		.clk(clk),
		.rst(rst),
		.in0_r(in1_r),
		.in0_i(in1_i),
		.in1_r(in3_r),
		.in1_i(in3_i),
		.twiddle_r(twiddle1_r),
		.twiddle_i(twiddle1_i),
		.out0_r(out1_r),
		.out0_i(out1_i),
		.out1_r(out3_r),
		.out1_i(out3_i)
	);
endmodule
module Butterfly8
(
    input                   clk,
    input                   rst,
    input       [31:0]     in0_r,
    input       [31:0]     in0_i,
    input       [31:0]     in1_r,
    input       [31:0]     in1_i,
	input       [31:0]     in2_r,
    input       [31:0]     in2_i,
	input       [31:0]     in3_r,
    input       [31:0]     in3_i,
    input       [31:0]     in4_r,
    input       [31:0]     in4_i,
    input       [31:0]     in5_r,
    input       [31:0]     in5_i,
	input       [31:0]     in6_r,
    input       [31:0]     in6_i,
	input       [31:0]     in7_r,
    input       [31:0]     in7_i,
    input       [31:0]     twiddle0_r,
    input       [31:0]     twiddle0_i,
	input       [31:0]     twiddle1_r,
    input       [31:0]     twiddle1_i,
    input       [31:0]     twiddle2_r,
    input       [31:0]     twiddle2_i,
	input       [31:0]     twiddle3_r,
    input       [31:0]     twiddle3_i,
    output      [31:0]     out0_r,
    output      [31:0]     out0_i,
    output      [31:0]     out1_r,
    output      [31:0]     out1_i,
    output      [31:0]     out2_r,
    output      [31:0]     out2_i,
    output      [31:0]     out3_r,
    output      [31:0]     out3_i,
    output      [31:0]     out4_r,
    output      [31:0]     out4_i,
    output      [31:0]     out5_r,
    output      [31:0]     out5_i,
    output      [31:0]     out6_r,
    output      [31:0]     out6_i,
    output      [31:0]     out7_r,
    output      [31:0]     out7_i
);
	Butterfly4 But4_0
	(	
		.clk(clk),
		.rst(rst),
		.in0_r(in0_r),
		.in0_i(in0_i),
		.in1_r(in1_r),
		.in1_i(in1_i),
		.in2_r(in4_r),
		.in2_i(in4_i),
		.in3_r(in5_r),
		.in3_i(in5_i),
		.twiddle0_r(twiddle0_r),
		.twiddle0_i(twiddle0_i),
		.twiddle1_r(twiddle1_r),
		.twiddle1_i(twiddle1_i),
		.out0_r(out0_r),
		.out0_i(out0_i),
		.out1_r(out1_r),
		.out1_i(out1_i),
		.out2_r(out4_r),
		.out2_i(out4_i),
		.out3_r(out5_r),
		.out3_i(out5_i)
	);
	Butterfly4 But4_1
	(	
		.clk(clk),
		.rst(rst),
		.in0_r(in2_r),
		.in0_i(in2_i),
		.in1_r(in3_r),
		.in1_i(in3_i),
		.in2_r(in6_r),
		.in2_i(in6_i),
		.in3_r(in7_r),
		.in3_i(in7_i),
		.twiddle0_r(twiddle2_r),
		.twiddle0_i(twiddle2_i),
		.twiddle1_r(twiddle3_r),
		.twiddle1_i(twiddle3_i),
		.out0_r(out2_r),
		.out0_i(out2_i),
		.out1_r(out3_r),
		.out1_i(out3_i),
		.out2_r(out6_r),
		.out2_i(out6_i),
		.out3_r(out7_r),
		.out3_i(out7_i)
	);
endmodule
module fft_8point (
    input clk,                      
    input rst,                    
    input       [31:0]     in0_r,
	input       [31:0]     in1_r,
	input       [31:0]     in2_r,
	input       [31:0]     in3_r,
    input       [31:0]     in4_r,
    input       [31:0]     in5_r,
	input       [31:0]     in6_r,
	input       [31:0]     in7_r,
    output      [31:0]     out0_r,
    output      [31:0]     out0_i,
    output      [31:0]     out1_r,
    output      [31:0]     out1_i,
    output      [31:0]     out2_r,
    output      [31:0]     out2_i,
    output      [31:0]     out3_r,
    output      [31:0]     out3_i,
    output      [31:0]     out4_r,
    output      [31:0]     out4_i,
    output      [31:0]     out5_r,
    output      [31:0]     out5_i,
    output      [31:0]     out6_r,
    output      [31:0]     out6_i,
    output      [31:0]     out7_r,
    output      [31:0]     out7_i
);
	wire [31:0] twiddle_sin[0:7];
	wire [31:0] twiddle_cos[0:7];
	assign twiddle_sin[0] = {32'h00000000};	 
	assign twiddle_sin[1] = {32'h0000b505};	 
	assign twiddle_sin[2] = {32'h00010000};	 
	assign twiddle_sin[3] = {32'h0000b505};	 
	assign twiddle_sin[4] = {32'h00000000};	 
	assign twiddle_sin[5] = {32'hffff4afb};	 
	assign twiddle_sin[6] = {32'hffff0000};	 
	assign twiddle_sin[7] = {32'hffff4afb};	 
	assign twiddle_cos[0] = {32'h00010000};	 
	assign twiddle_cos[1] = {32'h0000b505};	 
	assign twiddle_cos[2] = {32'h00000000};	 
	assign twiddle_cos[3] = {32'hffff4afb};	 
	assign twiddle_cos[4] = {32'hffff0000};	 
	assign twiddle_cos[5] = {32'hffff4afb};	 
	assign twiddle_cos[6] = {32'h00000000};	 
	assign twiddle_cos[7] = {32'h0000b505};	 
	wire [31:0] stage1_real_out[0:7];
	wire [31:0] stage1_img_out[0:7];
	Butterfly2 But2_0
	(	
		.clk(clk),
		.rst(rst),
		.in0_r(in0_r),
		.in0_i(0),
		.in1_r(in4_r),
		.in1_i(0),
		.twiddle_r(twiddle_cos[0]),
		.twiddle_i(twiddle_sin[0]),
		.out0_r(stage1_real_out[0]),
		.out0_i(stage1_img_out[0]),
		.out1_r(stage1_real_out[1]),
		.out1_i(stage1_img_out[1])
	);
	Butterfly2 But2_1
	(	
		.clk(clk),
		.rst(rst),
		.in0_r(in2_r),
		.in0_i(0),
		.in1_r(in6_r),
		.in1_i(0),
		.twiddle_r(twiddle_cos[0]),
		.twiddle_i(twiddle_sin[0]),
		.out0_r(stage1_real_out[2]),
		.out0_i(stage1_img_out[2]),
		.out1_r(stage1_real_out[3]),
		.out1_i(stage1_img_out[3])
	);
	Butterfly2 But2_2
	(	
		.clk(clk),
		.rst(rst),
		.in0_r(in1_r),
		.in0_i(0),
		.in1_r(in5_r),
		.in1_i(0),
		.twiddle_r(twiddle_cos[0]),
		.twiddle_i(twiddle_sin[0]),
		.out0_r(stage1_real_out[4]),
		.out0_i(stage1_img_out[4]),
		.out1_r(stage1_real_out[5]),
		.out1_i(stage1_img_out[5])
	);
	Butterfly2 But2_3
	(	
		.clk(clk),
		.rst(rst),
		.in0_r(in3_r),
		.in0_i(0),
		.in1_r(in7_r),
		.in1_i(0),
		.twiddle_r(twiddle_cos[0]),
		.twiddle_i(twiddle_sin[0]),
		.out0_r(stage1_real_out[6]),
		.out0_i(stage1_img_out[6]),
		.out1_r(stage1_real_out[7]),
		.out1_i(stage1_img_out[7])
	);
	wire [31:0] stage2_real_out[0:7];
	wire [31:0] stage2_img_out[0:7];
	Butterfly4 But4_0
	(	
		.clk(clk),
		.rst(rst),
		.in0_r(stage1_real_out[0]),
		.in0_i(stage1_img_out[0]),
		.in1_r(stage1_real_out[1]),
		.in1_i(stage1_img_out[1]),
		.in2_r(stage1_real_out[2]),
		.in2_i(stage1_img_out[2]),
		.in3_r(stage1_real_out[3]),
		.in3_i(stage1_img_out[3]),
		.twiddle0_r(twiddle_cos[0]),
		.twiddle0_i(twiddle_sin[0]),
		.twiddle1_r(twiddle_cos[2]),
		.twiddle1_i(twiddle_sin[2]),
		.out0_r(stage2_real_out[0]),
		.out0_i(stage2_img_out[0]),
		.out1_r(stage2_real_out[1]),
		.out1_i(stage2_img_out[1]),
		.out2_r(stage2_real_out[2]),
		.out2_i(stage2_img_out[2]),
		.out3_r(stage2_real_out[3]),
		.out3_i(stage2_img_out[3])
	);
	Butterfly4 But4_1
	(	
		.clk(clk),
		.rst(rst),
		.in0_r(stage1_real_out[4]),
		.in0_i(stage1_img_out[4]),
		.in1_r(stage1_real_out[5]),
		.in1_i(stage1_img_out[5]),
		.in2_r(stage1_real_out[6]),
		.in2_i(stage1_img_out[6]),
		.in3_r(stage1_real_out[7]),
		.in3_i(stage1_img_out[7]),
		.twiddle0_r(twiddle_cos[0]),
		.twiddle0_i(twiddle_sin[0]),
		.twiddle1_r(twiddle_cos[2]),
		.twiddle1_i(twiddle_sin[2]),
		.out0_r(stage2_real_out[4]),
		.out0_i(stage2_img_out[4]),
		.out1_r(stage2_real_out[5]),
		.out1_i(stage2_img_out[5]),
		.out2_r(stage2_real_out[6]),
		.out2_i(stage2_img_out[6]),
		.out3_r(stage2_real_out[7]),
		.out3_i(stage2_img_out[7])
	);
	wire [31:0] stage3_real_out[0:7];
	wire [31:0] stage3_img_out[0:7];	
	Butterfly8 But8_0
	(
		.clk(clk),
		.rst(rst),
		.in0_r(stage2_real_out[0]),
		.in0_i(stage2_img_out[0]),
		.in1_r(stage2_real_out[1]),
		.in1_i(stage2_img_out[1]),
		.in2_r(stage2_real_out[2]),
		.in2_i(stage2_img_out[2]),
		.in3_r(stage2_real_out[3]),
		.in3_i(stage2_img_out[3]),
		.in4_r(stage2_real_out[4]),
		.in4_i(stage2_img_out[4]),
		.in5_r(stage2_real_out[5]),
		.in5_i(stage2_img_out[5]),
		.in6_r(stage2_real_out[6]),
		.in6_i(stage2_img_out[6]),
		.in7_r(stage2_real_out[7]),
		.in7_i(stage2_img_out[7]),
		.twiddle0_r(twiddle_cos[0]),
		.twiddle0_i(twiddle_sin[0]),
		.twiddle1_r(twiddle_cos[1]),
		.twiddle1_i(twiddle_sin[1]),
		.twiddle2_r(twiddle_cos[2]),
		.twiddle2_i(twiddle_sin[2]),
		.twiddle3_r(twiddle_cos[3]),
		.twiddle3_i(twiddle_sin[3]),
		.out0_r(stage3_real_out[0]),
		.out0_i(stage3_img_out[0]),
		.out1_r(stage3_real_out[1]),
		.out1_i(stage3_img_out[1]),
		.out2_r(stage3_real_out[2]),
		.out2_i(stage3_img_out[2]),
		.out3_r(stage3_real_out[3]),
		.out3_i(stage3_img_out[3]),
		.out4_r(stage3_real_out[4]),
		.out4_i(stage3_img_out[4]),
		.out5_r(stage3_real_out[5]),
		.out5_i(stage3_img_out[5]),
		.out6_r(stage3_real_out[6]),
		.out6_i(stage3_img_out[6]),
		.out7_r(stage3_real_out[7]),
		.out7_i(stage3_img_out[7])
	);
	assign out0_r = stage3_real_out[0];
	assign out0_i = stage3_img_out[0];
	assign out1_r = stage3_real_out[1];
	assign out1_i = stage3_img_out[1];
	assign out2_r = stage3_real_out[2];
	assign out2_i = stage3_img_out[2];
	assign out3_r = stage3_real_out[3];
	assign out3_i = stage3_img_out[3];
	assign out4_r = stage3_real_out[4];
	assign out4_i = stage3_img_out[4];
	assign out5_r = stage3_real_out[5];
	assign out5_i = stage3_img_out[5];
	assign out6_r = stage3_real_out[6];
	assign out6_i = stage3_img_out[6];
	assign out7_r = stage3_real_out[7];
	assign out7_i = stage3_img_out[7];
endmodule
module adder3
(
	input 		rst,
	input 		clk,
    input       [31:0]     A,
    input       [31:0]     B,
    input       [31:0]     C,
    output 		[31:0]     D
);
	reg signed [31:0] signed_output;
	assign D = signed_output;
	always @(negedge clk or negedge rst) begin
		if (!rst)
			signed_output <= 32'b0;
		else
			signed_output <= $signed(A) + $signed(B) + $signed(C);
	end
endmodule
module negative
(
	input rst,
	input clk,
	input 	[31:0] in,
	output 	[31:0] out
);
	reg [31:0] control;
	assign out = control;
	always @(negedge clk or negedge rst) begin
		if (!rst) begin
			control <= 0;
		end 
		else begin
			control <= ~in + 1'b1; 			 
		end
	end
endmodule
module multiplier_fixed_point
(
	input   		clk,
	input			rst,
    input   [31:0]     A,
    input   [31:0]     B,
    output 	[31:0]     C
);
	reg [63:0] product_temp; 				 
	reg [31:0] fixed_point_scale_product; 	 
	assign	C = fixed_point_scale_product;
	always @(negedge clk or negedge rst)  
	begin
		if (!rst) begin
			product_temp <= 64'b0;
			fixed_point_scale_product <= 32'b0;
		end
		else begin
			product_temp <= $signed(A) * $signed(B);
			fixed_point_scale_product <= product_temp[47:16];
		end
	end
endmodule
==> flow_metrics.py <==
# Auto-generated metrics
metrics = {
    "finish": {
        "area_growth_pct": 17.18,
        "drive_gt1_share_pct": 5.229,
        "instances_no_fill": 21107,
        "regMostFlops": "But8_0.But4_1.But2_1.M2.product_temp",
        "largest_reg_flops": 33,
        "fin_util_pct": 35.36,
    },
    "logic_synthesis": {
        "syn_area_um2": 151500,
        "numSynthFlops": 2429,
        "ys_seq_share_pct": 40.12,
        "synth_stat.cells": 13113,
        "yosysWarnings": 4,
        "ff_type": "dfrtn_1",
        "syn_inst": 13113,
        "ys_area_um2": 151500,
        "async_flop_share_pct": 100.0,
        "yosysUniqueCellTypes": 88,
        "synth_area_per_cell_um2": 11.55,
        "edf_count": 0,
    },
    "global_routing": {
        "grt_pass1_vias": 101605,
        "antenna_found_initial": 59,
        "grt-ovfl-total": 0,
        "gr-usage-all-layers_pct": 18.94,
        "busiest_layer": "met2",
        "grtUsageMet3_pct": 6.207,
        "grt_max_degree": 121,
        "grt.met1_usage_pct": 25.37,
        "grt_pass1_wl_um": 676600,
        "gr-usage-met2_pct": 29.86,
    },
    "place": {
        "port_buffers": 705,
        "dp_slack_ns": 1.804,
        "dp_hpwl_um": 381200,
        "gp_congestion": 0.9677,
        "placedCellCount": 20565,
    },
    "sta": {
        "finalHoldViolations": 0,
        "hold_ws_ns": 0.2580,
        "setup_viol": 0,
        "tightest_slew_ns": 1.102,
        "slew_viol_final": 0,
        "skew_ns": 0.06514,
        "fin_setup_tns_ns": 0,
        "rsz0062_at_grt": "false",
        "setup_slack_ns": 2.578,
        "slew_headroom_pct": 25.74,
    },
    "die": {
        "dieWidth_um": 712.6,
        "initCoreUtil_pct": 30.18,
        "rows": 260,
        "io_pins": 770,
        "die_height_um": 712.6,
        "core_um2": 502000,
        "die_area_um2": 507800,
    },
    "worst_hold_path": {
        "hp-class": "flop to flop",
        "hold_depth": 0,
    },
    "clocking": {
        "cts.path.max_buffers": 4,
        "hold_buffers": 0,
        "clk-insertion-delay-late_ns": 0.89,
        "cts_buffers": 288,
        "root_buffer": "clkbuf_16",
        "postCtsSetupBuffers": 0,
        "htree_levels": 5,
        "cts-resized-gates": 0,
        "clk_pin_slew_worst_paths_ns": 0.05,
        "cts.sinks": 2429,
        "cts_tree": "yes",
    },
    "worst_setup_path": {
        "crit_required_ns": 10.41,
        "critPathKind": "input pin to flop",
        "cp-start-kind": "input pin",
        "endpoint_kind": "flop",
        "crit_fanout": 4,
        "crit_arrival_ns": 7.84,
        "r2r_cells": 21,
    },
    "run": {
        "max_cap_violations": 0,
        "warning_count": 162,
    },
    "drt": {
        "num_vias": 96952,
        "post_drt_wl_per_cell_um": 21.64,
        "vias_per_cell": 4.593,
        "antenna_left": 0,
        "first_iter_violations": 4915,
        "drt_wl_total_um": 456800,
        "drc_errors": 0,
        "drtPass1Iterations": 8,
    },
    "outcome": {
        "status": "completed",
    },
}
## area by class of cell
class	instances	area, um^2
clock buffers	360	7933
flip-flops and latches	2429	60780
repair buffers	866	8446
fillers	48860	324400
clock inverters	156	1948
well taps	6681	8359
multi-input cells	8702	82890
inverters	1887	7083
diodes	26	65.06
## cells in the final DEF (no fill, tap or decap), types with 148 or more instances in the layout
cell type | netlist | layout
a21o_1 | 354 | 354
a21oi_1 | 618 | 618
buf_4 | 98 | 148
clkbuf_16 | 0 | 292
clkdlybuf4s50_1 | 0 | 704
dfrtn_1 | 2429 | 2429
fa_1 | 1271 | 1271
ha_1 | 1641 | 1641
inv_1 | 1886 | 1886
nand2_1 | 444 | 444
nor2_1 | 684 | 684
nor3_1 | 254 | 254
o21a_1 | 174 | 174
o21ai_0 | 331 | 331
xnor2_1 | 886 | 886
xor2_1 | 352 | 352
## final timing paths
| path | startpoint | to | slack, ns |
|---|---|---|---|
| worst max-delay path | in0_r[1] | But2_0.A1.signed_output[29]$_DFF_NN0_ | 2.58 |
| worst min-delay path | But4_1.But2_1.M8.product_temp[16]$_DFF_NN0_ | But4_1.But2_1.M3.fixed_point_scale_product[0]$_DFF_NN0_ | 0.26 |
| worst max register to register | But4_1.But2_1.A3.signed_output[9]$_DFF_NN0_ | But8_0.But4_1.But2_1.M1.product_temp[47]$_DFF_NN0_ | 11.59 |
| worst min register to register | But4_1.But2_1.M8.product_temp[16]$_DFF_NN0_ | But4_1.But2_1.M3.fixed_point_scale_product[0]$_DFF_NN0_ | 0.26 |
| max in group asynchronous | rst | But8_0.But4_1.But2_0.A4.signed_output[5]$_DFF_NN0_ | 4.73 |
| min in group asynchronous | rst | But8_0.But4_0.But2_0.A1.signed_output[21]$_DFF_NN0_ | 12.53 |
## critical path, stage by stage
cell and delay, ns:
clkdlybuf4s50_1 0.45, ha_1 0.32, a211oi_1 0.37, o21ai_0 0.23
a2111oi_0 0.78, o21ai_0 0.39, o211ai_1 0.29, o211ai_1 0.20
o41ai_1 0.49, o21ai_0 0.14, a21oi_1 0.20, xnor2_1 0.09
## cell families after synthesis
kind of cell,after synthesis,share of synthesized area (%)
flops,2429,40.12
xor+xnor,1238,7.158
compound gates,2148,9.305
other cells,1,0.002475
fa+ha+maj,2916,30.38
buf+inv,2045,5.312
mux,21,0.1404
simple gates,2315,7.582
## per-layer routing
layer | vias to the layer above | wire (um)
li1 | 45702 | -
met1 | 48083 | 186900
met2 | 2469 | 214100
met3 | 682 | 36860
met4 | 16 | 18750
met5 | - | 96
## synth_stat cells, drive strengths merged, types with 12 or more instances
library cell,number,area [um^2]
o2111ai,22,192.7
nand3b,30,225.2
a311oi,27,236.5
nor3,259,1328
or4,46,371.6
buf,102,753.2
fa,1271,25440
o31ai,34,255.2
or3,103,644.4
a211o,27,236.5
ha,1641,20530
nor4,103,675.7
a211oi,80,600.6
xor2,352,3083
a21oi,618,3093
a21o,354,2658
a21boi,18,135.1
a41oi,17,148.9
nor2b,136,850.8
o21a,174,1306
dfrtn,2429,60780
a2111oi,32,280.3
nand2,445,1673
and4,12,105.1
o21bai,101,758.2
mux2i,19,190.2
nand3,135,688.2
xnor2,886,7760
o21ai,333,1667
nor2,685,2579
a221o,18,180.2
inv,1886,7079
nand4,49,306.5
a221oi,24,210.2
o22ai,14,87.58
o211ai,44,330.3
and3,72,450.4
and2,57,356.6
nand2b,109,681.9
or2,40,250.2
a31o,29,254.0
o31a,19,166.4
a31oi,72,450.4
clkbuf,56,211.5
## per-stage QoR
stage	area (um^2)
2_1_floorplan	151700
3_3_place_gp	167600
3_5_place_dp	167600
4_1_cts	177400
5_1_grt	177500
6_report	177500
